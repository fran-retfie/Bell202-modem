<file path="flow/constraint.sdc">
current_design SERIALIZER

set clk_period 5.5
set clk_io_pct 0.2

create_clock -name clk0 -period $clk_period [get_ports {CLK}]

set non_clock_inputs [all_inputs -no_clocks]
set_input_delay [expr $clk_period * $clk_io_pct] -clock clk0 $non_clock_inputs
set_output_delay [expr $clk_period * $clk_io_pct] -clock clk0 [all_outputs]
</file>
<file path="flow/design.v">
module OSC( input CLK,
            output signed [17:0] S,
            output signed [17:0] C);
parameter n_bits = 12;
parameter k = 8;
parameter Ac = 16;
reg signed [17:0] X = 17'h1D000;
reg signed [17:0] Y = 17'h00000;
wire signed [17:0] X1;
assign X1 = X - ((k * X) >>> n_bits) + Y;
always @(negedge CLK) begin
  Y <= X1 - ((k * X1 ) >>> n_bits ) - X;
  X <= X1;
end
assign C = Y * Ac;
assign S = X;
endmodule  
module MULT(  output signed [17:0] P,
              input  signed [17:0] A,
              input  signed [17:0] B);
wire signed [35:0] P36;
assign P = (P36>>>17);
MULT18X18 mult (	.P(P36),
									.A(A),
									.B(B));
endmodule  
module LPF( input CLK,
            input      signed [17:0] IN,
            output reg signed [17:0] OUT);
parameter k = 6;
always @(posedge CLK) OUT <= OUT - (OUT>>>k) + (IN>>>(k-1));
endmodule  
module DEMODULATOR  ( input             CLK,
                      input      [17:0] SIG,
                      output reg        DATA,
                      output reg        DET,
                      input      [3:0]  EXTRA_SEL,
                      output reg [17:0] EXTRA);
wire signed [17:0] S1k2;
wire signed [17:0] C1k2;
wire signed [17:0] S2k2;
wire signed [17:0] C2k2;
wire signed [17:0] mixS1k2;
wire signed [17:0] mixC1k2;
wire signed [17:0] mixS2k2;
wire signed [17:0] mixC2k2;
wire signed [17:0] IFS1k2;
wire signed [17:0] IFC1k2;
wire signed [17:0] IFS2k2;
wire signed [17:0] IFC2k2;
wire signed [17:0] BBS1k2;
wire signed [17:0] BBC1k2;
wire signed [17:0] BBS2k2;
wire signed [17:0] BBC2k2;
wire signed [17:0] Simb1k2;
wire signed [17:0] Simb2k2;
reg signed [17:0] DACout;
always @(posedge CLK) begin
	case (EXTRA_SEL)
		4'h0: EXTRA <= S1k2;
		4'h1: EXTRA <= C1k2;
		4'h2: EXTRA <= S2k2;
		4'h3: EXTRA <= C2k2;
		4'h4: EXTRA <= mixS1k2;
		4'h5: EXTRA <= mixC1k2;
		4'h6: EXTRA <= mixS2k2;
		4'h7: EXTRA <= mixC2k2;
		4'h8: EXTRA <= IFS1k2;
		4'h9: EXTRA <= IFC1k2;
		4'hA: EXTRA <= IFS2k2;
		4'hB: EXTRA <= IFC2k2;
		4'hC: EXTRA <= BBS1k2;
		4'hD: EXTRA <= BBC1k2;
		4'hE: EXTRA <= BBS2k2;
		4'hF: EXTRA <= BBC2k2;
	endcase
end
OSC #(.k(8), .Ac(16)) Osc1 (.CLK(CLK),
				 										.S(S1k2),
				 									 	.C(C1k2));
OSC #(.k(26), .Ac(9)) Osc2 (.CLK(CLK),
				 									  .S(S2k2),
				 										.C(C2k2));
MULT MULT1 (	.P(mixS1k2),
							.A(S1k2),
							.B(SIG));
MULT MULT2 (	.P(mixC1k2),
							.A(C1k2),
							.B(SIG));
MULT MULT3 (	.P(mixS2k2),
							.A(S2k2),
							.B(SIG));
MULT MULT4 (	.P(mixC2k2),
							.A(C2k2),
							.B(SIG));
LPF LPF1 ( 	.CLK(CLK),
          	.IN(mixS1k2),
	          .OUT(IFS1k2));
LPF LPF2 ( 	.CLK(CLK),
          	.IN(mixC1k2),
	          .OUT(IFC1k2));
LPF LPF3 ( 	.CLK(CLK),
          	.IN(mixS2k2),
	          .OUT(IFS2k2));
LPF LPF4 ( 	.CLK(CLK),
          	.IN(mixC2k2),
		        .OUT(IFC2k2));
MULT MULT5 (	.P(BBS1k2),
							.A(IFS1k2),
							.B(IFS1k2));
MULT MULT6 (	.P(BBC1k2),
							.A(IFC1k2),
							.B(IFC1k2));
MULT MULT7 (	.P(BBS2k2),
							.A(IFS2k2),
							.B(IFS2k2));
MULT MULT8 (	.P(BBC2k2),
							.A(IFC2k2),
							.B(IFC2k2));
assign Simb1k2 = BBS1k2 + BBC1k2;
assign Simb2k2 = BBS2k2 + BBC2k2;
always @(posedge CLK) DATA <= ((Simb2k2 - Simb1k2) + (DATA ? +18'h0000F : -18'h0000F )) > 0;
wire DET_raw;
assign DET_raw = (Simb1k2 + Simb2k2) > 18'h0004F;
reg [4:0] cnt;
always @(posedge CLK) begin
  if(cnt != 0) begin
    if(cnt == 4'h1)
      DET <= DET_raw;
    cnt <= cnt - 1;
  end else if(DET_raw != DET)
    cnt <= 5'h1F;  
end
endmodule  
module NCO( input CLK,
            input DET,
            input DATA,
            output signed [17:0] S);
reg DATA_old;
initial begin
  DATA_old  = DATA;
end
parameter n_bits = 12;
parameter k1 = 8;
parameter Ac1 = 8;
parameter k2 = 26;
parameter Ac2 = 4;
reg signed [17:0] X;
reg signed [17:0] Y;
wire signed [17:0] X1;
assign X1 = X - (( (DATA ? k2 : k1) * X) >>> n_bits) + Y;
always @(negedge CLK) begin
  if( (DATA != DATA_old)) begin
    DATA_old <= DATA;
    Y <= (DATA ? (Y*29)>>>4 : (Y*9)>>>4);  
  end else begin
    if(DET) begin
      Y <= X1 - (( (DATA ? k2 : k1) * X1 ) >>> n_bits ) - X;
      X <= X1;
    end else begin
      X <= 17'h0E800;
      Y <= 17'h00000;
    end
  end
end
assign S = Y * (DATA ? Ac2 : Ac1);
endmodule  
module DESERIALIZER(  input CLK,
                      input DATA,
                      input DET,
                      output reg CLK_out,
                      output reg VALID,
                      output reg [7:0] DATA_out);
reg [7:0] cnt;
reg DATA_old;
reg [2:0] bitCnt;
reg [2:0] stuffedBit;
initial begin
  DATA_out = 8'hFF;
  cnt = 0;
  bitCnt = 0;
  stuffedBit = 0;
  VALID = 0;
end
always @(posedge CLK) begin
  if(DET) begin
    if(DATA != DATA_old) begin
      cnt <= 8'd0;  
      stuffedBit <= 0;
        if(stuffedBit < 5) begin
          DATA_out <= {1'b0, DATA_out[7:1]};
          bitCnt <= bitCnt + 1;
          if(bitCnt == 3'h0)
            VALID <= 1;
        end else if(stuffedBit > 5) begin
          VALID <= 0;  
          DATA_out <= {1'b0, DATA_out[7:1]};
          bitCnt <= 3'h7;
        end
    end else begin
      if(cnt < 8'd153) begin
        cnt <= cnt + 1;
      end else begin
        cnt <= 8'd51;
        DATA_out <= {1'b1, DATA_out[7:1]};
        bitCnt <= bitCnt + 1;
        if(bitCnt == 3'h0)
          VALID <= 1;
        stuffedBit <= stuffedBit + 1;
      end
    end
    CLK_out <= (bitCnt == 3'h7) && (cnt < 16);
  end else begin
    bitCnt <= 0;
    cnt <= 0;
    stuffedBit <= 0;
  end
  DATA_old <= DATA;
end
endmodule  
module SERIALIZER(  input       CLK,
                    input [7:0] DATA,
                    output reg  DET,
                    input       EN,
                    output reg  DATA_out);
reg [4:0]  stateReg;
reg [7:0]  cnt;
reg [15:0] dataReg;
reg [3:0]  stuffedBit;
reg EN_old;
initial begin
  stateReg = 0;
  DET = 0;
  stuffedBit = 0;
end
always @(posedge CLK) begin
  if(stateReg == 0) begin
    if(EN & !EN_old) begin
      stateReg <= 5'h11;
      cnt <= 8'd102;
      stuffedBit <= 0;
      DET <= 1;
      dataReg <= {DATA[7:0], 8'h7E};
    end else begin
      DET <= 0;
    end
  end else begin
    if(cnt > 0) cnt <= cnt - 1;
    else begin
      cnt <= 8'd102;
      if((stuffedBit < 5) || (stateReg > 5'h8)) begin
        if(!dataReg[0]) begin
          DATA_out <= !DATA_out;
          stuffedBit <= 0;
        end else begin
          stuffedBit <= stuffedBit + 1;
        end
        dataReg <= {1'bX, dataReg[15:1]};
        stateReg <= stateReg - 1;
      end else begin
        DATA_out <= !DATA_out;
        stuffedBit <= 0;
      end
    end
  end
  EN_old <= EN;
end
endmodule  
</file>
<file path="flow/config.mk">
export PLATFORM = sky130hd
export DESIGN_NAME = SERIALIZER
export DESIGN_NICKNAME = SERIALIZER
export VERILOG_FILES = /design/flow/design.v
export SDC_FILE = /design/flow/constraint.sdc
export NUM_CORES = 4
export LEC_CHECK = 1
export CORE_UTILIZATION = 30
</file>
<file path="flow/run.sh">
#!/bin/bash
# OpenROAD 26Q1-2900-gdf79404cd8, Yosys 0.63+post, stock flow scripts
make -C /OpenROAD-flow-scripts/flow DESIGN_CONFIG=/design/flow/config.mk WORK_HOME=/design/flow/orfs finish
</file>
==> run notes <==
Results of the flow run.

The via count of the first global-routing pass is 990. Routability-driven placement finished with a final weighted congestion of 0.804. Per the detail_route report, vias per standard cell equal 4.48. The final layout contains routed wiring with a total length of 2.58 mm. The final report lists the setup-violating endpoint count as 0.

Synthesis handed over a netlist of 149 instances. As reported, the later end of the worst-skew pair has a clock insertion delay of 0.28 ns. The combinational group share of total power stands at 14.2%. The area of the core stands at 5540 um2. The remaining routing DRC violations stands at 0. The area added between synthesis and finish stands at 16.2%. In this run, the clock network consumes 27.7% of the power. Buffers added to address setup during post-CTS repair amount to 0. The per-instance average area after synthesis stands at 11.6 um2. The first detailed-routing pass took 3 iterations. The post-layout period usage of the worst path stands at 53.5%.

The combinational cell area excluding buffers and inverters stands at 606 um2. Static timing analysis puts the maximum clock frequency at 0.340 GHz. Per the slew report, the remaining headroom to the max-slew limit stands at 48.7%.

The share of the core filled by cells before placement stands at 31.2%. Looking at the critical path, the highest net fanout was 24. The buffer_ports step reported a buffer count of 11. Ranked by total cell area, the synthesized netlist is headed by sky130_fd_sc_hd__edfxtp_1, sky130_fd_sc_hd__nand2_1, sky130_fd_sc_hd__ha_1.

The post-cts repair resize count stands at 0. Per the Yosys statistics, synthesis produced 149 cells. Entering global routing, the biggest net connects 25 pins. The count of nets left with antenna violations once routing finished came out at 0.

The critical path is of the reg -> reg type. The first global-routing pass estimated 4.33 mm of wire. The report gives the cell count of the worst hold path as 1. Sequential cells were found to cover 62.0% of the synthesized design area. The sequential power share stands at 58.1%. STA classifies the critical path startpoint as a register.

The count of pins on the block boundary stands at 12. The switching share of total power stands at 25.8%. The run finished with clean final reports. The all-layer global routing usage stands at 9.38%. The most frequently used library cell after synthesis is sky130_fd_sc_hd__edfxtp_1.

Summed over all failing endpoints, the final setup total negative slack is 0 ns. The final setup skew stands at 0.00589 ns. In this run, the number of DRC markers left after iteration 0 of detailed routing was 32. The synthesized chip area reported by yosys stands at 1730 um2.

The count of different cell masters after synthesis stands at 32. Cells with a size suffix above 1 make up 9.70% of the layout. In the final layout, flip-flops and latches occupy 1070 um2.

The tree is rooted in a sky130_fd_sc_hd__clkbuf_8. The number of enable flip-flop cells stands at 35. The count of fill cells added during filler insertion stands at 564.

The deepest clock path buffer count stands at 2. The chip occupies 6060 um2. The number of antenna violations at the first check in global routing was 0. The worst hold path begins at dataReg[2]. The area share of the leading cell type in the synthesized netlist stands at 60.9%. The overall overflow remaining after global route stands at 0. The H-tree depth stands at 2.

The max-slew violation total from the final report stands at 0. In the final report, the number of hold violations comes to 0. For this design, the CTS-stage hold fixing added 0 buffers. The worst register-to-register path ends at dataReg[2]. The number of standard-cell rows in the floorplan stands at 27.

The share of flip-flops with an asynchronous set or reset stands at 0%. The power report puts the leakage power at 0.749 nW. The number of buffers inserted during clock tree synthesis stands at 5. TritonCTS built the clock tree. The commonest register cell is sky130_fd_sc_hd__edfxtp_1.

The data arrival time reported for the critical path is 2.91 ns. Summing over every cut layer, the via total after detailed routing is 1061. The post-synth register bit count is 36. The CTS log lists the clock sinks for this run as 36. The internal power consumption stands at 0.000481 W.

The worst setup path is captured at a register. The worst-case reg-to-reg setup slack stands at 2.56 ns. At the pin with the least slew margin, the transition time is 0.770 ns. The number of warnings reported in the stage logs is 28. The cell type that accounts for the most area after synthesis is sky130_fd_sc_hd__edfxtp_1.

The count of max-cap constraint violations stands at 0. In the hold report, the worst path ends at dataReg[1]. Per the OpenROAD floorplan log, the width of the die is 77.9 um. VDD sags by at most 0.176 mV. The floorplan step set the die height to 77.9 um. The switching component of the power was reported as 0.000168 W. STA shows the worst reg2reg path with a cell count of 7. Warnings reported by Yosys during synthesis add up to 1. For the worst reg-to-reg path, the startpoint reported by OpenROAD is stateReg[0]. The routed design could run at a clock period as short as 2.94 ns. The cell area that synthesis handed to floorplanning was 1730 um2. The tightest min-delay check is of the reg -> reg type. The power per standard cell area stands at 324 nW/um2. Looking at the worst setup and hold paths, the clock pins of their registers show a slew of 0.07 ns. The HPWL after detailed placement stands at 1.69 mm.

For reference, the top cells by count after synthesis are sky130_fd_sc_hd__edfxtp_1, sky130_fd_sc_hd__nand2_1, sky130_fd_sc_hd__nand2b_1, sky130_fd_sc_hd__nor2_1, sky130_fd_sc_hd__inv_1. The final antenna diode tally reported by the flow is 0. Per the detail_route report, routed wire per instance is 10.9 um. Setup repair after global routing left no endpoint under its margin. The required time reported for the critical path endpoint stands at 5.47 ns. The final hold slack stands at 0.507 ns.
-- stage by stage --
| stage | instances | utilization (%) | area [um2] | setup slack (ns) | power (W) |
|---|---|---|---|---|---|
| after floorplan | 149 | - | 1730 | 2.56 | 0.000446 |
| after global placement | 229 | 34.6 | 1920 | 2.66 | 0.000473 |
| after detailed placement | 229 | 34.6 | 1920 | 2.57 | 0.000475 |
| after CTS | 237 | 36.2 | 2010 | 2.53 | 0.000659 |
| after global routing | 237 | 36.2 | 2010 | 2.31 | 0.000690 |
| final | 237 | 36.2 | 2010 | 2.56 | 0.000649 |
-- area by class of cell --
| class | instances | share of cell area, % |
|---|---|---|
| Multi-Input combinational cell | 100 | 30.2 |
| Timing Repair Buffer | 12 | 5.86 |
| Sequential cell | 36 | 53.4 |
| Clock inverter | 3 | 0.936 |
| Inverter | 9 | 1.68 |
| Tap cell | 72 | 4.49 |
| Clock buffer | 5 | 3.43 |
-- cell usage in the layout (no fill, tap or decap), types with 2 or more instances in the layout --
| master | n |
|---|---|
| sky130_fd_sc_hd__nor2_1 | 9 |
| sky130_fd_sc_hd__and4_1 | 2 |
| sky130_fd_sc_hd__o21ai_0 | 4 |
| sky130_fd_sc_hd__clkdlybuf4s50_1 | 11 |
| sky130_fd_sc_hd__xor2_1 | 2 |
| sky130_fd_sc_hd__or2_2 | 2 |
| sky130_fd_sc_hd__nor2b_1 | 2 |
| sky130_fd_sc_hd__and2_1 | 3 |
| sky130_fd_sc_hd__ha_1 | 6 |
| sky130_fd_sc_hd__inv_1 | 8 |
| sky130_fd_sc_hd__a221o_1 | 2 |
| sky130_fd_sc_hd__nand2_1 | 28 |
| sky130_fd_sc_hd__nand3_1 | 4 |
| sky130_fd_sc_hd__nor3_1 | 3 |
| sky130_fd_sc_hd__a21oi_1 | 6 |
| sky130_fd_sc_hd__xnor2_1 | 5 |
| sky130_fd_sc_hd__clkinv_2 | 2 |
| sky130_fd_sc_hd__edfxtp_1 | 35 |
| sky130_fd_sc_hd__clkbuf_8 | 5 |
| sky130_fd_sc_hd__nand2b_1 | 9 |
| sky130_fd_sc_hd__nor3b_1 | 2 |
| sky130_fd_sc_hd__or4_4 | 2 |
-- worst max path at each step --
stage                        end  slack (ns)         from
final                 dataReg[2]        2.56  stateReg[0]
after global routing  dataReg[6]        2.31  stateReg[0]
after CTS             dataReg[6]        2.53  stateReg[0]
-- flip-flops by register name, indices dropped and copies added, names as in the netlist --
register,cells
cnt,8
DATA_out,1
EN_old,1
stuffedBit,4
DET,1
stateReg,5
dataReg,16
-- cell families after synthesis --
kind of cell | Yosys count | synth area share (%)
flip-flops | 36 | 62.0
AND/OR/NAND/NOR | 71 | 21.3
buffers and inverters | 13 | 2.90
AND-OR/OR-AND | 16 | 5.87
XOR/XNOR | 7 | 3.55
adder cells (fa/ha/maj) | 6 | 4.35
-- power groups by stage --
stage	Sequential, W	Clock [W]	Combinational [W]
after CTS	0.000376	0.000189	0.0000936
after global routing	0.000382	0.000202	0.000107
final	0.000377	0.000180	0.0000923
-- critical path: stages, from the launching register on --
cell and delay (ns):
sky130_fd_sc_hd__edfxtp_1 0.42, sky130_fd_sc_hd__inv_1 0.10, sky130_fd_sc_hd__ha_1 0.17, sky130_fd_sc_hd__or4b_1 0.82, sky130_fd_sc_hd__clkinv_1 0.44, sky130_fd_sc_hd__nand2_1 0.14, sky130_fd_sc_hd__a22oi_1 0.21, sky130_fd_sc_hd__buf_4 0.31
-- per-layer routing --
metal	track usage [%]	share of wire, %
met5	0	0
met4	2.45	2.5
met3	1.79	3.5
met2	14.2	44
met1	14.7	50
Power figures rest on the tool's default switching activity, not on a simulated workload.
